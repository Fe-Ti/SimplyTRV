===== design/flow/run.sh =====
#!/bin/bash
# OpenROAD 26Q1-2900-gdf79404cd8, Yosys 0.63+post, stock flow scripts
make -C /OpenROAD-flow-scripts/flow DESIGN_CONFIG=/design/flow/config.mk WORK_HOME=/design/flow/orfs finish

===== design/flow/config.mk =====
export PLATFORM = sky130hd
export DESIGN_NAME = decoder
export DESIGN_NICKNAME = decoder
export VERILOG_FILES = /design/flow/design.v
export SDC_FILE = /design/flow/constraint.sdc
export NUM_CORES = 4
export LEC_CHECK = 1
export CORE_AREA = 10 10 70 70
export DIE_AREA = 0 0 80 80

===== design/flow/constraint.sdc =====
current_design decoder

set clk_period 2.5
set clk_io_pct 0.2

create_clock -name clk0 -period $clk_period

set non_clock_inputs [all_inputs -no_clocks]
set_input_delay [expr $clk_period * $clk_io_pct] -clock clk0 $non_clock_inputs
set_output_delay [expr $clk_period * $clk_io_pct] -clock clk0 [all_outputs]

===== design/flow/design.v =====
module decoder
    #(parameter BINBUSWIDTH = 5)
    (input wire [BINBUSWIDTH-1:0]    inbinbus,
    output reg [2**BINBUSWIDTH-1:0] oneshotbus);
    always @(inbinbus)
    begin
        oneshotbus = 0;
        oneshotbus[inbinbus] = 1;
    end
endmodule

==> results.sh <==
# implementation run metrics
export IMPL_cpPeakStageDelay_ps=470
export IMPL_grt_max_degree=9
export IMPL_warnings=35
export IMPL_rsz0062_at_grt="true"
export IMPL_overflow=0
export IMPL_fin_cells=194
export IMPL_layout_top_cells="buf_4, dlygate4sd2_1, a21oi_2"
export IMPL_seq_area_um2=0
export IMPL_clock_buffers=0
export IMPL_gp_congestion=0.885
export IMPL_viasPerCell=4.57
export IMPL_syn_area_um2=422
export IMPL_crit_slowest_cell="or4_4"
export IMPL_cap_violations=0
export IMPL_grt_pass1_wl_um=4540
export IMPL_coreArea_um2=3420
export IMPL_chipArea_um2=6400
export IMPL_syn_avg_cell_area_um2=5.78
export IMPL_worst_pin_slew_ps=275
export IMPL_postSynthSeqShare_pct=0
export IMPL_rows=21
export IMPL_relSlewSlack_pct=81.6
export IMPL_dp_cells=166
export IMPL_p_total_uw=200
export IMPL_wl_um=3010
export IMPL_vias=886
export IMPL_area_delta_synth_final_pct=226
export IMPL_die_h_um=80
export IMPL_diodes=0
export IMPL_crit_buf_inv=4
export IMPL_final_area_um2=1370
export IMPL_critPathCaptureType="output pin"
export IMPL_min_period_ps=2490
export IMPL_crit_family="buffers and inverters"
export IMPL_grt_pass1_vias=886
export IMPL_criticalPathCategory="input pin to output pin"
export IMPL_yosys_warnings=1
export IMPL_cp_data_arrival_time_ps=1990
export IMPL_synthCells=73
export IMPL_finalSetupViolations=0
export IMPL_crit_path_start_kind="input pin"
export IMPL_placed_cell_area_um2=927
export IMPL_clock_fmax_mhz=402
export IMPL_first_pass_iters=4
export IMPL_synthDistinctLibCells=27
export IMPL_seq_cell_count=0
export IMPL_cp_startpoint="inbinbus[4]"
export IMPL_utilization_pct=40.2
export IMPL_io_pins=37
export IMPL_drive_gt1_share_pct=61.5
export IMPL_dp_hpwl_um=1800
export IMPL_drc_errors=0
export IMPL_port_buffers=37
export IMPL_p_per_area_nw_per_um2=146
export IMPL_hold_viol=0
export IMPL_antenna_found_initial=0
export IMPL_cp_required_ps=2000
export IMPL_cp_endpoint="oneshotbus[28]"
export IMPL_grt_use_total_pct=8.66
export IMPL_die_width_um=80
export IMPL_min_period_over_period_pct=99.4
export IMPL_ant_nets=0
export IMPL_drv_slew=0
export IMPL_path_cells="buf_2, buf_6, buf_4, or4_4, nand3_2, nor2_1, clkdlybuf4s50_1"
export IMPL_final_common_cell="buf_4"
export IMPL_cp_depth=7
export IMPL_cp_max_fo=5
export IMPL_ir_drop_mv=0.0633
export IMPL_hold_class="input pin to output pin"
export IMPL_status="completed"
export IMPL_fp_util_pct=12.3
export IMPL_p_leak_uw=0.000616
export IMPL_yosys_area_um2=422
export IMPL_wl_per_cell_um=15.5
export IMPL_first_iter_violations=57
export IMPL_yosys_cells=73
==> per-layer routing <==
layer | part of all wire [%] | up-vias | track usage, % | wire length (um)
met5 | 0 | - | 0 | 0
li1 | - | 422 | - | -
met3 | 11 | 0 | 2.95 | 320
met2 | 45 | 43 | 12.9 | 1350
met1 | 44 | 421 | 12.4 | 1330
met4 | 0 | 0 | 0 | 0
==> report_power, final <==
group          total (uW)  internal, uW  switching [uW]
sequential              0             0               0
combinational         200           104            96.6
clock                   0             0               0
total                 200           104            96.6
==> tightest hold or removal path, stage by stage <==
cell and delay [ps]:
buf_6 100, inv_4 50, ha_4 120, nor2_2 60
nand3_4 100, a21oi_2 30, buf_2 100
==> synthesized netlist by cell type (2+ instances only) <==
cell type / n / area (um2)
nand3_1: 3 / 15.0
a21oi_1: 25 / 125
nand2_1: 6 / 22.5
nor2_1: 10 / 37.5
nand4_1: 2 / 12.5
xor2_1: 2 / 17.5
ha_1: 3 / 37.5
inv_1: 3 / 11.3
==> area by class of cell <==
cell class / count / area [um2]
fill: 324 / 2040
timing repair buffer: 79 / 671
multi-input combinational: 66 / 628
tap: 46 / 57.6
inverter: 3 / 16.3
==> repair_timing <==
item | 4_1_cts | 5_1_grt
gates resized | 117 | 9
endpoints found under the hold margin | 0 | 0
setup buffers | 25 | 4
hold buffers | 0 | 0
pin swaps | 22 | 2
setup endpoints to repair | 32 | 14
==> logic make-up (layout without fill, tap and decap cells) <==
logic type      after synthesis  in the layout  share of synthesized area (%)
compound gates               30             30                           39.8
simple gates                 30             30                           35.9
buf+inv                       7             82                           9.20
fa+ha+maj                     3              3                           8.90
xor+xnor                      3              3                           6.23
==> stage by stage <==
| step | setup slack, ps | hold WS [ps] | setup TNS [ps] |
|---|---|---|---|
| final | 14.1 | 1570 | 0 |
| after global routing | -60.9 | 1600 | -109 |
| after global placement | -619 | 2230 | -18110 |
| after floorplan | 362 | 1120 | 0 |
| after CTS | 5.55 | 1600 | 0 |
| after detailed placement | -656 | 2220 | -18700 |
==> worst min path at each step <==
stage | depth (start not counted) | startpoint | slack (ps) | to
4_1_cts | 7 | inbinbus[0] | 1600 | oneshotbus[24]
5_1_grt | 7 | inbinbus[0] | 1600 | oneshotbus[24]
6_report | 7 | inbinbus[0] | 1570 | oneshotbus[24]
